==> /design/flow/design.v <==
`timescale 1ns / 1ps
module ALU(
    input [31:0] a,  
    input [31:0] b, 
    input [3:0] alu_control,
    output zero, 
    output reg [31:0] alu_result); 
    wire signed [31:0] signed_a; 
    assign signed_a = a;
 always @(*)
 begin   
      case(alu_control)  
      4'b0000: alu_result = a & b;  
      4'b0001: alu_result = a | b;  
      4'b0010: alu_result = a + b;  
      4'b0100: alu_result = a ^ b;  
      4'b0101: alu_result = a * b;  
      4'b0110: alu_result = a - b;  
      4'b0111: alu_result = (a<b) ? 32'd1 : 32'd0;  
      4'b1000: alu_result = a << b[10:6];  
      4'b1001: alu_result = a >> b[10:6];  
      4'b1010: alu_result = signed_a >>> b[10:6];  
      4'b1011: alu_result = a/b;  
      4'b1100: alu_result = ~(a | b);  
      default: alu_result = a + b;  
      endcase  
 end  
 assign zero = (alu_result==32'd0) ? 1'b1: 1'b0;
endmodule
`timescale 1ns / 1ps
module ALUControl(
    input [1:0] ALUOp, 
    input [5:0] Function,
    output reg[3:0] ALU_Control);  
wire [7:0] ALUControlIn;  
 assign ALUControlIn = {ALUOp,Function};  
 always @(ALUControlIn)  
 casex (ALUControlIn)  
        8'b1x100100: ALU_Control=4'b0000;  
        8'b11xxxxxx: ALU_Control=4'b0000;  
        8'b10100101: ALU_Control=4'b0001;  
        8'b00xxxxxx: ALU_Control=4'b0010;  
        8'b10100000: ALU_Control=4'b0010;  
        8'b10100110: ALU_Control=4'b0100;  
        8'b10011000: ALU_Control=4'b0101;  
        8'b10100010: ALU_Control=4'b0110;  
        8'b01xxxxxx: ALU_Control=4'b0110;  
        8'b10101010: ALU_Control=4'b0111;  
        8'b10000000: ALU_Control=4'b1000;  
        8'b10000010: ALU_Control=4'b1001;  
        8'b10000011: ALU_Control=4'b1010;  
        8'b10011010: ALU_Control=4'b1011;  
        8'b10100111: ALU_Control=4'b1100;  
        default: ALU_Control=4'b0000;  
  endcase  
 endmodule  
`timescale 1ns / 1ps
module EX_pipe_stage(
    input [31:0] id_ex_instr,
    input [31:0] reg1, reg2,
    input [31:0] id_ex_imm_value,
    input [31:0] ex_mem_alu_result,
    input [31:0] mem_wb_write_back_result,
    input id_ex_alu_src,
    input [1:0] id_ex_alu_op,
    input [1:0] Forward_A, Forward_B,
    output [31:0] alu_in2_out,
    output [31:0] alu_result
    );
    wire [3:0] ALU_Control;
    wire [31:0] alu_in1_out;
    wire [31:0] alu_in2_outx;
    wire zero;
    mux4 alu_in1_mux(
        .a(reg1), 
        .b(mem_wb_write_back_result), 
        .c(ex_mem_alu_result), 
        .d(0),
        .y(alu_in1_out),
        .sel(Forward_A)
    );
    mux4 alu_in2_mux2(
        .a(reg2), 
        .b(mem_wb_write_back_result), 
        .c(ex_mem_alu_result), 
        .d(0),
        .y(alu_in2_out),
        .sel(Forward_B)
    );
    mux2 alu_in2_mux4(
        .a(alu_in2_out), 
        .b(id_ex_imm_value),
        .y(alu_in2_outx),
        .sel(id_ex_alu_src)
    );
    ALUControl ALUctrl(
        .ALUOp(id_ex_alu_op), 
        .Function(id_ex_instr[5:0]),
        .ALU_Control(ALU_Control)
    );   
    ALU alu_block(
        .a(alu_in1_out),  
        .b(alu_in2_outx), 
        .alu_control(ALU_Control),
        .zero(zero), 
        .alu_result(alu_result)
    );
endmodule
`timescale 1ns / 1ps
module mux2 #(parameter mux_width= 32)
(   input [mux_width-1:0] a,b,
    input sel,
    output [mux_width-1:0] y
    );
    assign y = sel ? b : a;
endmodule
`timescale 1ns / 1ps
module mux4#(parameter mux_width= 32)(
    input [mux_width-1:0] a,b,c,d,
    input [1:0] sel,
    output [mux_width-1:0] y
    );
    assign y = sel[1] ? (sel[0] ? d : c) : (sel[0] ? b : a);
endmodule
==> /design/flow/run.sh <==
#!/bin/bash
# OpenROAD 26Q1-2900-gdf79404cd8, Yosys 0.63+post, stock flow scripts
make -C /OpenROAD-flow-scripts/flow DESIGN_CONFIG=/design/flow/config.mk WORK_HOME=/design/flow/orfs finish
==> /design/flow/config.mk <==
export PLATFORM = sky130hd
export DESIGN_NAME = EX_pipe_stage
export DESIGN_NICKNAME = EX_pipe_stage
export VERILOG_FILES = /design/flow/design.v
export SDC_FILE = /design/flow/constraint.sdc
export NUM_CORES = 4
export LEC_CHECK = 1
export CORE_UTILIZATION = 50
==> /design/flow/constraint.sdc <==
current_design EX_pipe_stage

set clk_period 348.0
set clk_io_pct 0.2

create_clock -name clk0 -period $clk_period

set non_clock_inputs [all_inputs -no_clocks]
set_input_delay [expr $clk_period * $clk_io_pct] -clock clk0 $non_clock_inputs
set_output_delay [expr $clk_period * $clk_io_pct] -clock clk0 [all_outputs]
==> Slide: Implementation Results <==
Key Metrics from the Run

Status
  • Status: completed

Routing
  • Routed vias: 60300
  • DRC: 0
  • Antenna Nets Post-Route: 0
  • Routed wire length per instance: 28.4 um
  • Iter 0 DRT Violations: 5963
  • Vias per cell: 6.55
  • Pre-Repair DR Iteration Count: 7
  • Total Wirelength: 261 mm

Timing
  • Tightest Pin Transition: 1.08 ns
  • Final Worst Setup Slack: 112.61 ns
  • Fin Setup TNS: 0 ns
  • Max Fclk: 4.25 MHz
  • Fin. Hold Viols: 0
  • Crit path time final: 235.39 ns
  • Pins Over Slew Limit: 0
  • RSZ-0062 raised after global routing: no
  • Final period util: 67.6%
  • Setup violations, final: 0
  • Slew headroom: 26.7%
  • Final hold slack: 140.19 ns

Placement
  • DPL Wire Length: 208 mm
  • Worst slack, placed: 117.01 ns
  • Port bufs: 237
  • Routability congestion estimate: 1.17

Synth
  • Post-synthesis chip area from yosys: 53600 sq um
  • Post-Syn Area: 53600 sq um
  • Synth Seq Share: 0%
  • Average cell area after synthesis: 7.01 sq um
  • Cells after synthesis: 7650
  • Yosys cell count: 7650
  • Distinct cell type count after synthesis: 109
  • Yosys warns: 2

Finish
  • Multi-input gate area: 49800 sq um
  • Commonest Layout Cell: nand2_1
  • Final core utilization: 55.3%
  • Clock Buffer Count: 0
  • Flops: 0
  • P&R area growth vs syn: 9.23%
  • Most common logic cells in the final layout: nand2_1, nor2_1, ha_1
  • Fillers: 10300
  • Register area: 0 sq um
  • Layout cell share with drive strength beyond 1: 6.42%

Die
  • Floorplan utilization: 50.7%
  • Die W: 330 um
  • Core footprint: 106000 sq um
  • Rows: 119
  • Die Y: 330 um
  • Area of the die: 109000 sq um
  • Num ports: 263

Worst setup path
  • Critical path class: input pin to primary output
  • Worst EP arrival: 165.79 ns
  • Critical path required time: 278.40 ns
  • Most frequent CP cell: ha_1
  • CP max stage delay: 0.77 ns
  • Worst-path fanout max: 35
  • CP Capture Type: primary output
  • CP Launch Type: input pin
  • Slowest CP cell: o32ai_1

Worst hold path
  • Hold depth: 4
  • HP Class: input pin to primary output
  • Hold path start: mem_wb_write_back_result[21]
  • WHS Endpoint: alu_in2_out[21]

Clock network
  • Post-CTS sizing: 0
  • Post-CTS setup buffer count: 0
  • Post-CTS Hold Fix Bufs: 0

Run
  • Tool Warnings: 126
  • Max Cap Viol: 0

Global route
  • Largest net degree at the start of global routing: 70
  • Vias in the first global route: 55600
  • Antenna violations before repair: 32
  • All-layer global routing usage: 48.8%
  • Total gr overflow: 0
  • First-pass GRT wire length: 374 mm

Power
  • Net switching power: 0.322 mW
  • P_leak: 28.2 nW
  • Int Power: 0.199 mW
  • Peak VDD IR: 0.0361 mV
  • Switching share of power: 61.8%
  • Tot Pwr: 0.521 mW
  • Power Dens Cells: 8.90 nW/um^2
## critical path: cells and delay by family
| kind | cells | cell delay, ns |
|---|---|---|
| mux | 3 | 1.32 |
| compound gates | 158 | 47.17 |
| buf+inv | 41 | 11.11 |
| simple gates | 95 | 26.03 |
| fa+ha+maj | 31 | 10.11 |
## metrics by stage
step           cell area (sq um)  cells
2_1_floorplan              53600   7650
3_3_place_gp               58500   9190
3_5_place_dp               58500   9190
4_1_cts                    58500   9190
5_1_grt                    58600   9196
6_report                   58600   9206
## per-layer routing
layer / part of all wire [%] / vias up / track usage [%]
li1: - / 27400 / -
met1: 38 / 28400 / 62.7
met2: 40 / 3610 / 68.6
met3: 13 / 930 / 18.2
met4: 8.6 / 28 / 32.0
met5: 0.095 / - / 1.35
## worst max path at each step
stage | endpoint | slack [ns] | start | depth (start not counted)
4_1_cts | alu_result[0] | 116.75 | Forward_B[1] | 323
5_1_grt | alu_result[0] | 109.26 | Forward_B[1] | 328
6_report | alu_result[0] | 112.61 | Forward_B[1] | 328
## Yosys cell counts, drive strengths merged, types with 48 or more instances
library cell | n | area [sq um]
a21oi | 569 | 2890
o211ai | 100 | 751
o21ai | 388 | 1950
fa | 410 | 8210
xnor2 | 288 | 2520
a211oi | 67 | 513
or3 | 61 | 382
nand4 | 60 | 382
clkbuf | 243 | 912
o21a | 129 | 968
and3 | 53 | 332
nand2 | 990 | 3720
nand2b | 62 | 388
inv | 746 | 2800
nor2b | 57 | 357
buf | 88 | 409
mux2 | 77 | 867
a221oi | 54 | 497
xor2 | 156 | 1370
or2 | 50 | 313
a21o | 188 | 1410
ha | 750 | 9380
nor2 | 788 | 2960
a31oi | 131 | 832
mux2i | 123 | 1250
nor3 | 185 | 941
o21bai | 48 | 360
nand3 | 199 | 996
## layout make-up
cell class | count | share of cell area, %
antenna | 16 | 0.0683
inverter | 756 | 4.84
multi-input combinational | 6563 | 85.0
tap | 1391 | 2.97
timing repair buffer | 480 | 7.13
## cells by family after synthesis
group,after synthesis,share of synthesized area (%)
simple gates,2639,22.0
compound gates,2119,26.3
fa+ha+maj,1160,32.8
buf+inv,1087,7.75
xor+xnor,445,7.29
mux,200,3.94
Power and IR drop assume default switching activity.
