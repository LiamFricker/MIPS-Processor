**run.sh**
```bash
#!/bin/bash
# OpenROAD 26Q1-2900-gdf79404cd8, Yosys 0.63+post, stock flow scripts
make -C /OpenROAD-flow-scripts/flow DESIGN_CONFIG=/design/flow/config.mk WORK_HOME=/design/flow/orfs finish
```
**design.v**
```verilog
`timescale 1ns / 1ps
module ID_pipe_stage(
    input  clk, reset,
    input  [9:0] pc_plus4,
    input  [31:0] instr,
    input  mem_wb_reg_write,
    input  [4:0] mem_wb_write_reg_addr,
    input  [31:0] mem_wb_write_back_data,
    input  Data_Hazard,
    input  Control_Hazard,
    output [31:0] reg1, reg2,
    output [31:0] imm_value,
    output [9:0] branch_address,
    output [9:0] jump_address,
    output branch_taken,
    output [4:0] destination_reg, 
    output mem_to_reg,
    output [1:0] alu_op,
    output mem_read,  
    output mem_write,
    output alu_src,
    output reg_write,
    output jump
    );
    wire reg_dst;
    wire branch;
    wire temp_mem_read, temp_mem_write, temp_alu_src, temp_reg_write, temp_mem_to_reg;
    wire [1:0] temp_alu_op;
       control control(
            .reset(reset),
            .opcode(instr[31:26]),  
            .mem_to_reg(temp_mem_to_reg),
            .alu_op(temp_alu_op),
            .mem_read(temp_mem_read),
            .mem_write(temp_mem_write),
            .alu_src(temp_alu_src),
            .reg_write(temp_reg_write),
            .branch(branch),
            .jump(jump),
            .reg_dst(reg_dst)
        );
        wire [6:0] control_hazard_output;
        mux2#(.mux_width(7))Control_Hazard_mux(
            .a({temp_alu_op[1:0],temp_mem_read,temp_mem_write,temp_alu_src,temp_reg_write,temp_mem_to_reg}),
            .b(7'd0),
            .sel(Control_Hazard|~Data_Hazard),
            .y({control_hazard_output})
        );
        assign alu_op = control_hazard_output[6:5];
        assign mem_read = control_hazard_output[4];
        assign mem_write = control_hazard_output[3];
        assign alu_src = control_hazard_output[2];
        assign reg_write = control_hazard_output[1];
        assign mem_to_reg = control_hazard_output[0];
        register_file reg_file(
            .clk(clk), 
            .reset(reset),  
            .reg_write_en(mem_wb_reg_write),  
            .reg_write_dest(mem_wb_write_reg_addr),   
            .reg_write_data(mem_wb_write_back_data),  
            .reg_read_addr_1(instr[25:21]),  
            .reg_read_addr_2(instr[20:16]),   
            .reg_read_data_1(reg1),  
            .reg_read_data_2(reg2)  
        );
        sign_extend sign_extend(
            .sign_ex_in(instr[15:0]),
            .sign_ex_out(imm_value)
        );
        assign branch_taken = (branch && ((reg1 ^ reg2) == 32'b0 ? 1'b1 : 1'b0));
        assign branch_address = pc_plus4 + {imm_value[8:0], 2'b00};
        assign jump_address = {instr[23:0], 2'b00};
        mux2 #(.mux_width(5)) destination_mux (
            .a(instr[20:16]),
            .b(instr[15:11]),
            .sel(reg_dst),
            .y(destination_reg)
        );
endmodule
`timescale 1ns / 1ps
module control(
    input reset,
    input[5:0] opcode,  
    output reg reg_dst, mem_to_reg, 
    output reg [1:0] alu_op,  
    output reg mem_read, mem_write, alu_src, reg_write, branch, jump 
    );
always @(*)  
 begin  
      if(reset == 1'b1) begin  
                reg_dst = 1'b0;  
                mem_to_reg = 1'b0;  
                alu_op = 2'b10;  
                mem_read = 1'b0;  
                mem_write = 1'b0;  
                alu_src = 1'b0;  
                reg_write = 1'b0;  
                branch = 1'b0; 
                jump = 1'b0;    
      end  
      else begin  
      casex(opcode)   
      6'b000000: begin  
                reg_dst = 1'b1;  
                mem_to_reg = 1'b0;  
                alu_op = 2'b10;  
                mem_read = 1'b0;  
                mem_write = 1'b0;  
                alu_src = 1'b0;  
                reg_write = 1'b1;
                branch = 1'b0; 
                jump = 1'b0;    
                end
      6'b110000: begin  
                reg_dst = 1'b1;  
                mem_to_reg = 1'b0;  
                alu_op = 2'b10;  
                mem_read = 1'b0;  
                mem_write = 1'b0;  
                alu_src = 1'b1;  
                reg_write = 1'b1;
                branch = 1'b0; 
                jump = 1'b0;    
                end
      6'b001000: begin  
                reg_dst = 1'b0;  
                mem_to_reg = 1'b0;  
                alu_op = 2'b00;  
                mem_read = 1'b0;  
                mem_write = 1'b0;  
                alu_src = 1'b1;  
                reg_write = 1'b1;
                branch = 1'b0; 
                jump = 1'b0;    
                end 
      6'b001xxx: begin  
                reg_dst = 1'b0;  
                mem_to_reg = 1'b0;  
                alu_op = 2'b11;  
                mem_read = 1'b0;  
                mem_write = 1'b0;  
                alu_src = 1'b1;  
                reg_write = 1'b1; 
                branch = 1'b0; 
                jump = 1'b0;   
                end
      6'b100011: begin  
                reg_dst = 1'b0;  
                mem_to_reg = 1'b1;  
                alu_op = 2'b00;    
                mem_read = 1'b1;  
                mem_write = 1'b0;  
                alu_src = 1'b1;  
                reg_write = 1'b1;   
                branch = 1'b0; 
                jump = 1'b0;
                end  
      6'b101011: begin  
                reg_dst = 1'b0;  
                mem_to_reg = 1'b0;  
                alu_op = 2'b00;    
                mem_read = 1'b0;  
                mem_write = 1'b1;  
                alu_src = 1'b1;  
                reg_write = 1'b0;  
                branch = 1'b0; 
                jump = 1'b0;
                end 
       6'b00010x: begin  
                reg_dst = 1'b0;  
                mem_to_reg = 1'b0;  
                alu_op = 2'b01;  
                mem_read = 1'b0;  
                mem_write = 1'b0;  
                alu_src = 1'b0;  
                reg_write = 1'b0;
                branch = 1'b1; 
                jump = 1'b0;    
                end 
       6'b000010: begin  
                reg_dst = 1'b0;  
                mem_to_reg = 1'b0;  
                alu_op = 2'b00;  
                mem_read = 1'b0;  
                mem_write = 1'b0;  
                alu_src = 1'b0;  
                reg_write = 1'b0;
                branch = 1'b0; 
                jump = 1'b1;    
                end 
      endcase  
      end  
 end 
 endmodule 
`timescale 1ns / 1ps
module mux2 #(parameter mux_width= 32)
(   input [mux_width-1:0] a,b,
    input sel,
    output [mux_width-1:0] y
    );
    assign y = sel ? b : a;
endmodule
`timescale 1ns / 1ps
module register_file(
    input clk, reset,  
    input reg_write_en,  
    input [4:0] reg_write_dest,  
    input [31:0] reg_write_data,
    input [4:0] reg_read_addr_1, 
    input [4:0] reg_read_addr_2,  
    output [31:0] reg_read_data_1,  
    output [31:0] reg_read_data_2 
    );
    reg [31:0] reg_array [31:0];  
    always @ (negedge clk ) begin  
           if(reset) begin  
                reg_array[0] <= 32'b0;  
                reg_array[1] <= 32'b0;  
                reg_array[2] <= 32'b0;  
                reg_array[3] <= 32'b0;  
                reg_array[4] <= 32'b0;  
                reg_array[5] <= 32'b0;  
                reg_array[6] <= 32'b0;  
                reg_array[7] <= 32'b0; 
                reg_array[8] <= 32'b0;  
                reg_array[9] <= 32'b0;  
                reg_array[10] <= 32'b0;  
                reg_array[11] <= 32'b0;  
                reg_array[12] <= 32'b0;  
                reg_array[13] <= 32'b0;  
                reg_array[14] <= 32'b0;  
                reg_array[15] <= 32'b0;
                reg_array[16] <= 32'b0;  
                reg_array[17] <= 32'b0; 
                reg_array[18] <= 32'b0;  
                reg_array[19] <= 32'b0;  
                reg_array[20] <= 32'b0; 
                reg_array[21] <= 32'b0;  
                reg_array[22] <= 32'b0;  
                reg_array[23] <= 32'b0;  
                reg_array[24] <= 32'b0;  
                reg_array[25] <= 32'b0;  
                reg_array[26] <= 32'b0;  
                reg_array[27] <= 32'b0; 
                reg_array[28] <= 32'b0;  
                reg_array[29] <= 32'b0;  
                reg_array[30] <= 32'b0;  
                reg_array[31] <= 32'b0;     
           end  
           else begin  
                if(reg_write_en) begin  
                     reg_array[reg_write_dest] <= reg_write_data;  
                end  
           end  
      end  
      assign reg_read_data_1 = ( reg_read_addr_1 == 0)? 32'b0 : reg_array[reg_read_addr_1];  
      assign reg_read_data_2 = ( reg_read_addr_2 == 0)? 32'b0 : reg_array[reg_read_addr_2];  
endmodule
`timescale 1ns / 1ps
module sign_extend(
    input [15:0] sign_ex_in,
    output reg [31:0] sign_ex_out
    );
    always @(*) begin
        sign_ex_out = { {16{sign_ex_in[15]}}, sign_ex_in[15:0] };
    end
endmodule
```
**constraint.sdc**
```tcl
current_design ID_pipe_stage

set clk_period 11.7
set clk_io_pct 0.2

create_clock -name clk0 -period $clk_period [get_ports {clk}]

set non_clock_inputs [all_inputs -no_clocks]
set_input_delay [expr $clk_period * $clk_io_pct] -clock clk0 $non_clock_inputs
set_output_delay [expr $clk_period * $clk_io_pct] -clock clk0 [all_outputs]
```
**config.mk**
```make
export PLATFORM = sky130hd
export DESIGN_NAME = ID_pipe_stage
export DESIGN_NICKNAME = ID_pipe_stage
export VERILOG_FILES = /design/flow/design.v
export SDC_FILE = /design/flow/constraint.sdc
export NUM_CORES = 4
export LEC_CHECK = 1
export CORE_UTILIZATION = 50
```
==> COMMIT_EDITMSG <==
Log flow metrics for this revision

- Gr ovfl total: 0
- The internal portion of the total power is 7711 µW.
- Per the slew report, the remaining headroom to the max-slew limit stands at 29.08%.
- DRC violations left: 0
- Area of the core: 111100 µm²
- Clock power frac: 47.9%
- Worst hold stages: 0
- Setup repair after global routing could not meet its margin everywhere.
- Cts-stage hold buffer count: 0
- Endpoints left unconstrained: 10
- Comb pwr share: 12.6%
- Fraction of layout cells with a size suffix above 1: 20.84%
- Height of the die: 337.5 µm
- CTS Root Cell: clkbuf_16
- For this block, the via count after detailed routing is 41099.
- Deepest clock path buffer count: 3
* I/O pin count: 214
- The floorplan step set the die width to 337.5 µm.
- Starting density of the core: 50.64%
* Initial antenna violation count: 19
* Wirelength per Cell: 34.30 µm
- Between the synthesized netlist and the finished layout, the area growth was recorded as 21.99%.
- After routing, the total negative slack on setup checks comes to -332.8 ps.
- Register bit total from synthesis: 1033
- Net switching power: 3332 µW
- The final timing report gives a worst setup slack of -332.8 ps.
- Tightest Pin Transition: 1056 ps
- A synthesized cell averages 14.70 µm².
- The first global-routing pass estimated 313.4 mm of wire.
- The leakage component of the power was reported as 0.02815 µW.
- Core Util, Final: 61.77%
- The synthesis report lists the Yosys warning total as 3.
- The worst hold path terminates at branch_address[0].
- Distinct lib cells used: 66
- In this run the number of H-tree levels came out at 3.
- Total routing resource utilization after global routing: 45.09%
* Critical path type: reg2out
- Switch share: 30.17%
- Filler cell count: 8151
* Pins Over Slew Limit: 0
- In this run, flip-flops and latches consume 39.5% of the power.
- Class of the tightest hold or removal check: in2out
* Count of standard-cell rows: 122
- The run reported a max-capacitance violation count of 0.
* Power Density: 160.9 nW/µm²
- CTS tree: built
- Failing checks: setup timing
- The cell area that synthesis handed to floorplanning was 56270 µm².
- Crit path DRT: 9360 ps
- Weighted congestion reported at the end of routability-driven placement: 0.9631
* Max rail drop VDD: 0.1512 mV
* Via count of the first global-routing pass: 45378
- STA classifies the critical path startpoint as a register.
- Largest fanout of any net on the critical path: 2
* Run status: finished with violations
- The design draws 11040 µW.
- In this run the remaining antenna-violating nets after routing total 0.
- Count of routing violations after the opening detailed-route iteration: 2778
* Hold wc startpoint: pc_plus4[0]
- Finished Cell Area: 68650 µm²
- The post-synth count of flops with an enable pin is 1024.
- Final count of negative-setup-slack endpoints: 1
- Data arrival time at the worst-slack endpoint: 9690 ps
- Per the detailed placement report, the placed cell area equals 60400 µm².
- According to the Yosys statistics, the synthesized design has a chip area of 56270 µm².
- Instance count of the mapped netlist: 3828
- The first TritonRoute pass finished after 6 iterations.
* Number of buffers inserted during clock tree synthesis: 118
- Per the placement log, port buffering inserted 201 buffers.
- Summing over the stages, the warning tally comes to 1030.
- After synthesis, the share of flip-flops with an asynchronous set or reset is 0%.
* Yosys cell count: 3828
- In the CTS report, the clock slew at the register clock pins of the worst setup and hold paths is listed as 30 ps.
* Final HPWL DP: 127.7 mm
* Most used DFF post-synth: edfxtp_1
- Count of unclocked register or latch pins: 9
- The overall die size recorded for this design is 113900 µm².
- Final hold violation count: 0
- Min Hold Slack: 4680 ps
- Total wirelength of the detailed-routed design: 225.7 mm
* Vias per cell: 6.245
* Maximum number of pins on one net before global-route repair: 75
* Worst setup EP type: primary output
[registers in the layout (all words and copies together), names as in the netlist]
signal and flops:
control.alu_op 2, control.alu_src 1, control.branch 1, control.jump 1, control.mem_read 1, control.mem_write 1
control.reg_dst 1, control.reg_write 1, reg_file.reg_array 1024
[synth_stat cells, drive strengths merged (11+ instances only)]
cell type / instances / area, µm²
o22ai: 18 / 112.6
nand3: 15 / 75.07
o221ai: 45 / 394.1
a211oi: 27 / 202.7
and3: 12 / 75.07
mux2: 46 / 518.0
and2: 1040 / 6506
mux4: 457 / 10300
xnor2: 27 / 236.5
nor3: 21 / 105.1
buf: 176 / 1210
a22o: 20 / 175.2
o21ai: 14 / 70.07
nor2b: 15 / 93.84
nand2: 92 / 345.3
edfxtp: 1024 / 30750
inv: 15 / 56.30
nor2: 64 / 240.2
mux2i: 184 / 1842
a21oi: 41 / 205.2
a221oi: 40 / 350.3
or2: 33 / 206.5
a22oi: 25 / 187.7
xor2: 11 / 96.34
clkbuf: 256 / 960.9
[stage by stage]
step | std cells | setup slack [ps]
4_1_cts | 6559 | -500.1
2_1_floorplan | 3829 | 1197
5_1_grt | 6565 | -360.0
6_report | 6581 | -332.8
3_5_place_dp | 5322 | -143.3
3_3_place_gp | 5321 | -363.8
[power groups by stage]
stage         clock network, µW  logic, µW  registers [µW]
global route               5790       1430            4380
CTS                        5400       1340            4360
finish                     5290       1390            4370
[final cells by class]
cell class / count / area (µm²) / area share [%]
multi-input combinational: 2346 / 23660 / 34.46
clock buffer: 121 / 3028 / 4.411
tap: 1488 / 1862 / 2.712
timing repair buffer: 438 / 4184 / 6.095
clock inverter: 1116 / 4912 / 7.156
inverter: 17 / 63.81 / 0.09295
sequential: 1033 / 30880 / 44.99
antenna: 22 / 55.05 / 0.08020
[cell usage in the layout, fill, tap and decap left out, drive strengths merged, types with 11 or more instances in the layout]
master,count
nand2,92
and3,12
nor2,64
a22oi,25
mux4,457
mux2,46
bufinv,23
a21oi,41
diode,22
nand3,15
and2,1040
o22ai,18
xnor2,27
clkbuf,122
mux2i,184
a221oi,40
o221ai,45
edfxtp,1024
xor2,11
nor2b,15
a22o,20
buf,246
or2,33
clkinvlp,29
inv,1072
clkdlybuf4s50,191
o21ai,14
a211oi,27
nor3,21
[repair_timing]
action / 4_1_cts / 5_1_grt
resized: 11 / 45
setup buffers: 1 / 0
pin swaps: 9 / 15
setup endpoints to repair: 1 / 1
gates cloned: 0 / 0
[how the worst max path moves through the flow]
stage | start | to | slack, ps
after CTS | reg_file.reg_array[1][19] | branch_taken | -500
after global routing | reg_file.reg_array[14][6] | branch_taken | -360
final | reg_file.reg_array[15][5] | branch_taken | -330
[kinds of logic after synthesis]
kind of cell / synth area share [%]
simple gates: 14.12
flops: 54.64
mux: 22.50
buf+inv: 3.978
compound gates: 3.729
xor+xnor: 0.5915
latches: 0.2401
fa+ha+maj: 0.1912
other cells: 0.006664
[routing by layer]
layer  wire [µm]  track usage (%)  vias up
met1       65100            47.58    19535
met4       13340            23.91       49
met3       47180            42.02      732
met5        1545            13.19        -
li1            -                -    16928
met2       98550            58.43     3855
[worst max-delay path, cell delays in order, from the launching register on]
cell and delay, ps:
edfxtp_1 400, mux4_2 490, mux4_2 530, a22o_1 250
xor2_2 270, nor4_2 280, nand4_1 320, nor4_4 310
buf_6 170, buf_2 90
No activity file was given, so power comes from the tool's default toggle rates.
